[design/flow/run.sh]
#!/bin/bash
# OpenROAD 26Q1-2900-gdf79404cd8, Yosys 0.63+post, stock flow scripts
make -C /OpenROAD-flow-scripts/flow DESIGN_CONFIG=/design/flow/config.mk WORK_HOME=/design/flow/orfs finish
[design/flow/config.mk]
export PLATFORM = sky130hd
export DESIGN_NAME = alu
export DESIGN_NICKNAME = alu
export VERILOG_FILES = /design/flow/design.v
export SDC_FILE = /design/flow/constraint.sdc
export NUM_CORES = 4
export LEC_CHECK = 1
export CORE_UTILIZATION = 50
[design/flow/constraint.sdc]
current_design alu

set clk_period 9.8
set clk_io_pct 0.2

create_clock -name clk0 -period $clk_period [get_ports {i_clk}]

set non_clock_inputs [all_inputs -no_clocks]
set_input_delay [expr $clk_period * $clk_io_pct] -clock clk0 $non_clock_inputs
set_output_delay [expr $clk_period * $clk_io_pct] -clock clk0 [all_outputs]
[design/flow/design.v]
module alu #(
    parameter INT_W  = 4,
    parameter FRAC_W = 6,
    parameter INST_W = 4,
    parameter DATA_W = INT_W + FRAC_W
)(
    input                     i_clk,
    input                     i_rst_n,
    input                     i_valid,
    input signed [DATA_W-1:0] i_data_a,  
    input signed [DATA_W-1:0] i_data_b,
    input        [INST_W-1:0] i_inst,
    output                    o_valid,
    output       [DATA_W-1:0] o_data
);  
localparam IDLE =  0;
localparam ADD  =  1;
localparam SUB  =  2;
localparam MULT =  3;
localparam MAC  =  4;
localparam TANH =  5;
localparam ORN  =  6;
localparam CLZ  =  7;
localparam CTZ  =  8;
localparam CPOP =  9;
localparam ROL  = 10;
reg [DATA_W-1:0] o_data_w, o_data_r;
reg              o_valid_w, o_valid_r;
wire signed [DATA_W-1:0] neg_i_data_b, inv_i_data_b;
wire signed [DATA_W+INT_W-1:0] add;
reg  signed [DATA_W+INT_W-1:0] add_in0, add_in1;
reg  signed [DATA_W+INT_W-1:0] add_out;
wire signed [DATA_W*2-1:0] mult;
reg  signed [DATA_W-1:0] mult_in0, mult_in1;
reg  signed [DATA_W+INST_W-1:0] mult_out;
wire compare;
reg  signed [DATA_W-1:0] compare_in0, compare_in1;
reg  [3:0] cnt_r, cnt_w;
reg  [4:0] ns, ps;
reg  [1:0] count_num;
reg  count_done;
integer i;
assign o_valid = o_valid_r;
assign o_data = o_data_r;
assign inv_i_data_b = ~i_data_b;
assign neg_i_data_b = inv_i_data_b + 1'b1;
assign add = add_in0 + add_in1;
always @(*) begin
    case(i_inst)
        4'd1: begin
            add_in0 = {{INT_W{i_data_a[9]}}, i_data_a};
            add_in1 = {{INT_W{neg_i_data_b[9]}},neg_i_data_b};
        end
        4'd3: begin
            add_in0 = mult_out;
            add_in1 = $signed({{4{o_data_r[DATA_W-1]}}, o_data_r});
        end
        4'd4: begin
            add_in0 = mult_out;
            add_in1 = (cnt_r == 4'd2) ? $signed({5'd0,1'b1,4'd0}) : $signed({{6{1'b1}},4'd0});
        end
        default: begin
            add_in0 = {{INT_W{i_data_a[9]}}, i_data_a};
            add_in1 = {{INT_W{i_data_b[9]}}, i_data_b};
        end
    endcase
    if(~(~(|add[13:9]) | &add[13:9])) begin
        add_out = {add[13],{9{~add[13]}}};
    end else begin
        add_out = add;
    end
end
assign compare = (compare_in0 > compare_in1) ? 1'b1 : 1'b0;
always @(*) begin
    compare_in0 = i_data_a;
    case(cnt_r)
        4'd0: compare_in1 = 10'sb0001_100000;
        4'd2: compare_in1 = $signed({{4{1'b0}},1'b1,{5{1'b0}}});
        4'd4: compare_in1 = $signed({{5{1'b1}},{5{1'b0}}});
        4'd6: compare_in1 = $signed({{3{1'b1}},2'b01,{5{1'b0}}});
        default: compare_in1 = 14'd0;
    endcase
end
assign mult = $signed(mult_in0) * $signed(mult_in1);
always @(*) begin
    if((~((~(|mult[19:15])) | (&mult[19:15]))) && i_inst != 4'd3) begin
        mult_out = $signed({mult[19],{9{~mult[19]}}});
    end else begin
        mult_out = $signed(mult[19:6] + mult[5]);
    end
end
always @(*) begin
    mult_in0 = i_data_a;
    if(i_inst != 4'd4) begin
        mult_in1 = i_data_b;
    end else begin
        mult_in1 = $signed({{4{1'b0}},1'b1,{5{1'b0}}});  
    end
end
always @(*) begin
    case(ps)
        CLZ, CTZ, CPOP, TANH: cnt_w = (cnt_r == 4'd8 || count_done) ? 4'd0 : cnt_r + 4'd2;
        default:   cnt_w = 4'd0;
    endcase
end
always@(*) begin
    if(i_valid) begin
        case(i_inst)
            4'd6, 4'd7, 4'd8: begin
                o_data_w = 10'd0;  
                o_valid_w = 1'b0;
            end
            default: begin
                o_data_w = o_data_r;
                o_valid_w = 1'b0;
            end
        endcase
    end else begin
        case(ps)
            ADD, SUB, MAC: begin
                o_data_w = $unsigned(add_out);
                o_valid_w = 1'b1;
            end
            MULT: begin
                o_data_w = $unsigned(mult_out);
                o_valid_w = 1'b1;
            end
            TANH: begin
                if(count_done) begin 
                    o_valid_w = 1'b1;
                    case(cnt_r)
                        4'd0:    o_data_w = $signed({{3{1'b0}}, 1'b1, {6{1'b0}}});
                        4'd2, 4'd6: o_data_w = add[9:0];
                        4'd4:    o_data_w = i_data_a;
                        4'd8:    o_data_w = $signed({{4{1'b1}},{6{1'b0}}});
                        default: o_data_w = 10'd0;
                    endcase
                end else begin
                    o_valid_w = 1'b0;
                    o_data_w = 10'd0;                    
                end
            end
            ORN: begin
                o_data_w = i_data_a | inv_i_data_b;
                o_valid_w = 1'b1;
            end
            CLZ, CTZ, CPOP: begin
                o_data_w = o_data_r + count_num;
                o_valid_w = count_done;
            end
            ROL: begin
                case(i_data_b)
                    10'd0: o_data_w = i_data_a;
                    10'd1: o_data_w = {i_data_a[8:0],i_data_a[9]};
                    10'd2: o_data_w = {i_data_a[7:0],i_data_a[9:8]};
                    10'd3: o_data_w = {i_data_a[6:0],i_data_a[9:7]};
                    10'd4: o_data_w = {i_data_a[5:0],i_data_a[9:6]};
                    10'd5: o_data_w = {i_data_a[4:0],i_data_a[9:5]};
                    10'd6: o_data_w = {i_data_a[3:0],i_data_a[9:4]};
                    10'd7: o_data_w = {i_data_a[2:0],i_data_a[9:3]};
                    10'd8: o_data_w = {i_data_a[1:0],i_data_a[9:2]};
                    10'd9: o_data_w = {i_data_a[0], i_data_a[9:1]};
                    default: o_data_w = i_data_a;
                endcase
                o_valid_w = 1'b1;
            end
            default: begin
                o_valid_w = 1'b0;
                o_data_w = o_data_r;
            end
        endcase
    end
end
always @(*) begin
    case(ps)
        CLZ: begin
            case({i_data_a[9-cnt_r], i_data_a[8-cnt_r]})
                2'd0: begin
                    count_num = 2'd2;
                    count_done = 1'b0;
                end
                2'd1: begin
                    count_num = 2'd1;
                    count_done = 1'b1;
                end
                2'd2: begin
                    count_num = 2'd0;
                    count_done = 1'b1;
                end
                default: begin
                    count_num = 2'd0;
                    count_done = 1'b1;
                end
            endcase
        end
        CTZ: begin
            case({i_data_a[cnt_r+1], i_data_a[cnt_r]})
                2'd0: begin
                    count_done = 1'd0;
                    count_num = 2'd2;
                end
                2'd1: begin
                    count_done = 1'd1;
                    count_num = 2'd0;
                end
                2'd2: begin
                    count_done = 1'd1;
                    count_num = 2'd1;
                end
                default: begin
                    count_done = 1'b1;
                    count_num = 2'd0;
                end
            endcase 
        end
        CPOP: begin
            count_done = (cnt_r == 4'd8);
            case({i_data_a[cnt_r], i_data_a[cnt_r+1]})
                2'b00:    count_num = 2'd0;
                2'b01, 2'b10: count_num = 2'd1;
                2'b11:    count_num = 2'd2;
                default:  count_num = 2'd0;
            endcase
        end
        TANH: begin
            count_num = 2'd0;
            count_done = (compare || (cnt_r == 4'd8));
        end
        default: begin
            count_num = 2'd0;
            count_done = 1'b0;
        end
    endcase
end
always @(*) begin
    case (ps)
        IDLE: begin
            if(i_valid) begin
                ns = i_inst + 1'b1;
            end else begin
                ns = IDLE;
            end
        end
        CTZ, CLZ, CPOP, TANH: ns = (count_done) ? IDLE : ps;
        default: ns = IDLE;
    endcase
end
always @(posedge i_clk or negedge i_rst_n) begin
    if(!i_rst_n) begin
        cnt_r <= 4'd0;
    end else begin
        cnt_r <= cnt_w;
    end
end
always @(posedge i_clk or negedge i_rst_n) begin
    if(!i_rst_n) begin
        ps <= IDLE;
    end else begin
        ps <= ns;
    end
end
always@(posedge i_clk or negedge i_rst_n) begin
    if (!i_rst_n) begin
        o_data_r <= 0;
        o_valid_r <= 0;
    end else begin
        o_data_r <= o_data_w;
        o_valid_r <= o_valid_w;
    end
end
endmodule
==> flow_summary.yaml <==
# synthesis and place-and-route metrics
status:
  outcome: "finished, violations left"
  violations: "negative setup slack"
cells_and_area:
  final_core_util_pct: 70.1
  fill_cells: 1369
  drive_gt1_share_pct: 30.3
  areaGrowthSynthToFinish_pct: 37.1
final_timing:
  final-setup-viol-count: 10
  worstMarginPinSlew_ps: 829
  clock_skew_ps: 2.02
  hold_ws_ps: 678
  max-slew-margin-rel_pct: 44.3
  hold_viol_final: 0
  rsz0062_at_grt: "true"
  slew_viol_final: 0
  period_needed_ps: 10320
  max_freq_mhz: 96.9
  finalCritPeriodShare_pct: 105
  setup_slack_ps: -519
synth:
  edf_count: 0
  synth.avg_cell_area_um2: 7.51
  ys_chip_area_um2: 8840
  synth_area_um2: 8840
  numSynthFlops: 19
  yosys_warnings: 1
  ys.flop_type: "dfrtp_1"
  ys_seq_share_pct: 5.38
  synthDistinctLibCells: 86
  yosysCellCount: 1178
  netlist_instances: 1178
  async_reset_ff_share_pct: 100
die:
  die_h_um: 135
  fp_util_pct: 51.1
  fp-row-count: 48
  dieArea_um2: 18200
  fp.dieW_um: 135
  coreArea_um2: 17300
  io_pins: 38
route:
  postRouteAntennaNets: 0
  drc_errors: 0
  num_antenna_cells: 0
  first_pass_iters: 5
  num_vias: 9545
  wl_per_cell_um: 18.3
  routed_via_density: 5.85
  drt-initial-drc-count: 683
  finalWirelength_um: 29800
global_route:
  antenna_found_initial: 0
  grt_pass1_vias: 8954
  grt_max_degree: 22
  gr-usage-all-layers_pct: 34.6
  overflow: 0
  grt_pass1_wl_um: 46900
clocking:
  htreeDepth: 1
  cts.hold.buffers_added: 0
  path_clk_slew_ps: 50
  cts_sinks: 19
  clock_path_buffers: 2
  cts_buffers: 3
  clk_latency_ps: 260
  root_buffer: "clkbuf_16"
  cts_tree: "done"
setup_path:
  cp.required_ps: 9960
  reg2reg_from: "cnt_r[1]"
  slowest_delay_ps: 580
  r2r_end: "o_data_r[5]"
  reg2reg_slack_ps: 4470
  cpMostUsedCell: "fa_1"
  arrival_ps: 10480
  critical_path_class: "input port to register"
  slowest_stage: "or4_4"
  crit_fanout: 6
  end_kind: "register"
  reg2reg_depth: 20
  cp-start-kind: "input port"
flow_run:
  cap_violations: 0
  warning_count: 39
worst_hold_path:
  hold_end: "o_data_r[0]"
  hold_path_startpoint: "o_data_r[0]"
  hold_path_class: "register to register"
  min_path_cells: 2
placed_design:
  dp_hpwl_um: 24000
  portBuffers: 37
  globalplace.congestion: 1.03
==> stage by stage <==
stage          cells  TNS (ps)  area, µm²  worst slack (ps)
3_3_place_gp    1580    -12060      11200             -1350
3_5_place_dp    1580    -13210      11200             -1430
2_1_floorplan   1178     -2380       9310              -296
5_1_grt         1632     -7710      12100              -866
4_1_cts         1615     -4000      11800              -472
6_report        1632     -4460      12100              -519
==> cells in the final DEF, fill, tap and decap left out, types with 10 or more instances in the layout <==
| master | instances |
|---|---|
| a221oi_1 | 10 |
| a22oi_1 | 17 |
| nor2_1 | 77 |
| a222oi_1 | 11 |
| xor2_1 | 12 |
| nand2_1 | 121 |
| a21oi_2 | 12 |
| ha_1 | 65 |
| and3_1 | 40 |
| nor3_1 | 24 |
| clkdlybuf4s50_1 | 30 |
| nand2b_1 | 13 |
| o21ai_0 | 41 |
| xnor2_1 | 34 |
| a21oi_1 | 53 |
| inv_2 | 15 |
| a211oi_1 | 10 |
| nand3_1 | 24 |
| a22o_1 | 10 |
| dfrtp_1 | 19 |
| ha_4 | 15 |
| a21o_1 | 11 |
| buf_6 | 12 |
| inv_1 | 136 |
| o211ai_1 | 13 |
| nand2_2 | 15 |
| fa_1 | 83 |
| or3_1 | 10 |
| buf_4 | 251 |
==> per-layer routing <==
| layer | track usage [%] | wire length [µm] | share of wire [%] |
|---|---|---|---|
| met2 | 50.3 | 12800 | 43 |
| met4 | 6.12 | 575 | 1.9 |
| met3 | 6.82 | 2360 | 7.9 |
| met1 | 55.4 | 14100 | 47 |
| met5 | 0 | 0 | 0 |
==> how the worst max path moves through the flow <==
| stage | from | endpoint | slack, ps | cells after the start |
|---|---|---|---|---|
| 6_report | i_inst[1] | o_data_r[5] | -520 | 40 |
| 5_1_grt | i_inst[1] | o_data_r[7] | -870 | 42 |
| 4_1_cts | i_inst[1] | o_data_r[5] | -470 | 42 |
==> layout make-up <==
cell class	instances	area [µm²]	area share (%)
Multi-Input combinational cell	929	8270	68.1
Clock buffer	4	78.8	0.650
Timing Repair Buffer	301	2430	20.0
Tap cell	225	282	2.32
Sequential cell	19	475	3.92
Inverter	154	598	4.93
==> synth_stat cells (11+ instances only) <==
cell type  number  area share (%)
a211oi_1       13             1.1
a21o_1         11            0.93
a21oi_1        67             3.8
a221oi_1       17             1.7
a222oi_1       11             1.2
a22oi_1        17             1.4
and2_1         14            0.99
and3_1         41             2.9
clkbuf_1       71             3.0
dfrtp_1        19             5.4
fa_1           92              21
ha_1           82              12
inv_1         153             6.5
nand2_1       138             5.9
nand2b_1       13            0.92
nand3_1        27             1.5
nor2_1         85             3.6
nor3_1         26             1.5
o211ai_1       13             1.1
o21ai_0        49             2.8
or3_1          11            0.78
xnor2_1        37             3.7
xor2_1         12             1.2
==> critical path: cells and delay by family <==
family                   cells  cell delay [ps]
AND/OR/NAND/NOR             11             2250
multiplexers                 1              180
XOR/XNOR                     1              130
buffers and inverters       10              890
adder cells (fa/ha/maj)      8             3150
AND-OR/OR-AND                9             1940
==> sequential cells by signal (all words and copies together), names as in the netlist <==
signal and count:
ps 5, o_data_r 10, o_valid_r 1, cnt_r 3
==> kinds of logic after synthesis <==
logic type               after synthesis  synth area share [%]
buffers and inverters                230                  9.94
flip-flops                            19                  5.38
adder cells (fa/ha/maj)              174                  32.4
XOR/XNOR                              50                  5.16
multiplexers                          13                  1.56
AND/OR/NAND/NOR                      405                  22.4
AND-OR/OR-AND                        287                  23.2
==> repair_timing <==
| action | 4_1_cts | 5_1_grt |
|---|---|---|
| pin swaps | 80 | 77 |
| gates resized | 74 | 53 |
| endpoints found under the setup margin | 10 | 10 |
| buffers inserted | 32 | 20 |
