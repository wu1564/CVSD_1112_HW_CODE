`design/flow/config.mk`:
```
export PLATFORM = sky130hd
export DESIGN_NAME = inst_decoder
export DESIGN_NICKNAME = inst_decoder
export VERILOG_FILES = /design/flow/design.v
export SDC_FILE = /design/flow/constraint.sdc
export NUM_CORES = 4
export LEC_CHECK = 1
export CORE_AREA = 10 10 70 70
export DIE_AREA = 0 0 80 80
```
`design/flow/constraint.sdc`:
```
current_design inst_decoder

set clk_period 1.8
set clk_io_pct 0.2

create_clock -name clk0 -period $clk_period

set non_clock_inputs [all_inputs -no_clocks]
set_input_delay [expr $clk_period * $clk_io_pct] -clock clk0 $non_clock_inputs
set_output_delay [expr $clk_period * $clk_io_pct] -clock clk0 [all_outputs]
```
`design/flow/design.v`:
```
module inst_decoder #(
    parameter INST_W = 32
)(
    input  [INST_W-1:0] i_i_inst,
    output reg type,
    output isBranch,
    output [4:0] s1,
    output [4:0] s2,
    output [4:0] s3,
    output signed [15:0] im,
    output [5:0] opcode
);
assign s1 = (type) ? s3 : i_i_inst[15:11];
assign s2 = i_i_inst[25:21];
assign s3 = i_i_inst[20:16];
assign im = i_i_inst[15:0];
assign opcode = i_i_inst[31:26];
assign isBranch = (opcode[5:4] == 2'b01 || opcode[3:0] == 4'd10 || opcode[3:0] == 4'd11 || opcode[3:0] == 4'd15);
always @(*) begin
    case(opcode)
        6'd0, 6'd1, 6'd2, 6'd3, 6'd7, 6'd8, 6'd9, 6'd12, 6'd13, 6'd14: type = 1'b0;  
        default: type = 1'b1;
    endcase
end
endmodule
```
`design/flow/run.sh`:
```
#!/bin/bash
# OpenROAD 26Q1-2900-gdf79404cd8, Yosys 0.63+post, stock flow scripts
make -C /OpenROAD-flow-scripts/flow DESIGN_CONFIG=/design/flow/config.mk WORK_HOME=/design/flow/orfs finish
```
==> results.json <==
{
  "p_seq_frac": 0,
  "sw_frac_of_total": 0.251,
  "timing.final.crit_share": 1.06,
  "grt_start_max_net_pins": 4,
  "grt_pass1_wl_um": 1800,
  "numPortBuffers": 39,
  "wire_per_inst_um": 11.3,
  "synthDistinctLibCells": 8,
  "drv_slew": 0,
  "syn_avg_cell_area_um2": 8.02,
  "power.leakage_nw": 0.334,
  "critical_path_class": "in2out",
  "dp_hpwl_um": 1040,
  "ir_drop_mv": 0.0709,
  "synthCells": 46,
  "first_global_vias": 391,
  "vias_per_cell": 2.99,
  "clkbuf_count": 0,
  "cap_violations": 0,
  "p_switching_w": 0.0000373,
  "vias": 335,
  "startpoint_type": "input port",
  "synth_area_um2": 369,
  "violations": "setup timing",
  "track_usage": 0.0342,
  "p_comb_frac": 1.000,
  "hold_class": "in2out",
  "log.warning_count": 34,
  "die_width_um": 80,
  "netlist_top_cells_count": "32 x buf_4, 5 x mux2_2, 3 x inv_1",
  "regArea_um2": 0,
  "hold_viol": 0,
  "crit_arrival_ns": 1.54,
  "fin_crit_ns": 1.90,
  "crit_path_end_kind": "primary output",
  "diodes": 0,
  "fin_ws_ns": -0.103,
  "drt_iter0_markers": 1,
  "yosysMostFrequentCell": "buf_4",
  "antenna_left": 0,
  "setup_viol": 5,
  "max_freq_mhz": 525,
  "routed_wl_um": 1260,
  "antenna_found_initial": 0,
  "tightestPinTransition_ns": 0.233,
  "p_per_area_nw_per_um2": 212,
  "ys_area_um2": 369,
  "fillers": 388,
  "yosysTopAreaCell": "buf_4",
  "intPower_w": 0.000111,
  "coreArea_um2": 3420,
  "ys_seq_frac": 0,
  "dpl.cell_count": 107,
  "num_rows": 21,
  "drt_first_pass_iters": 2,
  "comb_area_um2": 150,
  "maxSlewHeadroom": 0.844,
  "ioPinCount": 71,
  "routabilityCongestion": 0.771,
  "status": "complete, but fails checks",
  "drc": 0,
  "top_area_frac": 0.651,
  "ys_cells": 46,
  "clkPwrFrac": 0,
  "rsz0062_at_grt": "yes",
  "fp_util": 0.108,
  "top_cells_by_area": "buf_4 65%, mux2_2 15%, a2111oi_4 7.5%, nor2b_4 3.7%, inv_1 3.1%",
  "design.seq.count": 0,
  "fp.dieH_um": 80,
  "required_ns": 1.44,
  "drive_gt1_frac": 0.515,
  "crit_fanout": 3,
  "p_total_w": 0.000149,
  "setup_tns_ns": -0.459,
  "hold_depth": 0,
  "gr-total-overflow": 0,
  "area_growth_pct": 90.5,
  "layoutNonFillerInstCount": 112,
  "ys_warn_count": 1,
  "die_area_um2": 6400
}
==> final cells by class <==
class | instances | area share
Multi-Input combinational cell | 11 | 0.214
Inverter | 3 | 0.0160
Tap cell | 46 | 0.0819
Timing Repair Buffer | 52 | 0.689
==> critical path, cell delays in order <==
cell and delay (ns):
buf_6 0.09, nor2b_4 0.12, a2111oi_4 0.27, buf_4 0.19
buf_6 0.11, mux2_4 0.30, buf_6 0.11
==> path summary, 6_finish.rpt <==
check | from | end | slack [ns]
hold / removal | i_i_inst[10] | im[10] | 0.72
setup / recovery | i_i_inst[28] | s1[4] | -0.10
==> timing repair <==
action,CTS,global route
pin swaps,3,1
endpoints found under the setup margin,7,11
gates resized,57,6
hold buffers,0,0
cloned,0,0
buffers inserted,6,0
==> layer usage <==
metal,track usage,up-vias,part of all wire
li1,-,154,-
met1,0.0382,137,0.42
met2,0.0441,42,0.28
met3,0.0364,2,0.29
met4,0.00528,0,0.0063
met5,0,-,0
==> power by group through the flow <==
stage	clock (W)	sequential [W]	combinational, W
CTS	0	0	0.000150
global route	0	0	0.000163
finish	0	0	0.000149
==> metrics by stage <==
step	worst slack [ns]	hold slack (ns)	util	instance area, um^2
6_report	-0.103	0.720	0.206	703
5_1_grt	-0.158	0.720	0.206	703
4_1_cts	-0.108	0.720	0.202	691
3_5_place_dp	-0.809	0.720	0.186	637
3_3_place_gp	-0.814	0.720	0.186	637
2_1_floorplan	0.139	0.783	-	369
==> cells in the final DEF (no fill, tap or decap) <==
cell type / n
clkdlybuf4s50_1: 24
buf_4: 10
buf_6: 9
mux2_4: 5
buf_2: 5
inv_1: 3
dlymetal6s2s_1: 3
nand2_2: 1
nor2b_4: 1
nand2_1: 1
a21oi_4: 1
a2111oi_4: 1
a21o_1: 1
clkbuf_2: 1
==> kinds of logic (layout without fill, tap and decap cells) <==
family | Yosys count | after routing | share of synthesized area
buffers and inverters | 35 | 55 | 0.681
AOI/OAI and AO/OA | 3 | 3 | 0.108
and+or+nand+nor | 3 | 3 | 0.0576
muxes | 5 | 5 | 0.153
Power figures rest on the tool's default switching activity, not on a simulated workload.
