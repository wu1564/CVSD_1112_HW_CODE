## design/flow/config.mk

```make
export PLATFORM = sky130hd
export DESIGN_NAME = registerFile
export DESIGN_NICKNAME = registerFile
export VERILOG_FILES = /design/flow/design.v
export SDC_FILE = /design/flow/constraint.sdc
export NUM_CORES = 4
export LEC_CHECK = 1
export CORE_UTILIZATION = 30
```

## design/flow/constraint.sdc

```tcl
current_design registerFile

set clk_period 11.2
set clk_io_pct 0.2

create_clock -name clk0 -period $clk_period [get_ports {i_clk}]

set non_clock_inputs [all_inputs -no_clocks]
set_input_delay [expr $clk_period * $clk_io_pct] -clock clk0 $non_clock_inputs
set_output_delay [expr $clk_period * $clk_io_pct] -clock clk0 [all_outputs]
```

## design/flow/design.v

```verilog
module registerFile #(
    parameter DATA_W = 32,
    parameter DEPTH  = 32
)(
    input i_clk,
	input i_rst_n,
    input we,  
    input [DATA_W-1:0] writeData_i,
    input [log2(DATA_W)-1:0] addr0,
    input [log2(DATA_W)-1:0] addr1,
    output [DATA_W-1:0] dataOut0,
    output [DATA_W-1:0] dataOut1
);
integer i;
reg [DATA_W-1:0] writeData;
reg [DATA_W-1:0] memory[0:DEPTH-1];
assign dataOut0 = (~we) ? memory[addr0] : 32'd0;
assign dataOut1 = (~we) ? memory[addr1] : 32'd0;
always @(*) begin
    if(we) begin  
        writeData = writeData_i;
    end else begin
        writeData = memory[addr0];
    end
end
always @(posedge i_clk or negedge i_rst_n) begin
    if(!i_rst_n) begin
        for(i = 0; i < DEPTH; i = i + 1) begin
            memory[i] <= 32'd0;
        end
    end else begin
        memory[addr0] <= writeData;
    end
end
function integer log2;
   input integer value;
   begin
     value = value-1;
     for (log2=0; value>0; log2=log2+1)
       value = value>>1;
   end
 endfunction
endmodule
```

## design/flow/run.sh

```bash
#!/bin/bash
# OpenROAD 26Q1-2900-gdf79404cd8, Yosys 0.63+post, stock flow scripts
make -C /OpenROAD-flow-scripts/flow DESIGN_CONFIG=/design/flow/config.mk WORK_HOME=/design/flow/orfs finish
```

==> run summary <==
Latest figures from synthesis and place and route.

In the hold report, the worst path ends at memory[11][16]. The average vias per placed instance is 6.43. 109 I/O pins were placed.

The first global-routing pass estimated 417 mm of wire. The count of mapped cells out of synthesis is 5742. The final cycle utilization of the critical path is 0.792. The worst setup slack after layout is 2330 ps. The cell sequence reported for the critical path is buf_6 > buf_4 > or3_1 > buf_4 > a21oi_1 > a2111oi_0 > nand4_1 > o221a_2 > clkdlybuf4s50_1. The highest supply drop recorded on VDD is ~130 µV. The registers of the reported paths see a clock transition of 60 ps.

The classification of the worst-slack hold path is register to register. The worst setup path is launched from an input pin. Among the stages of the critical path, the cell type that occurs most often is sky130_fd_sc_hd__buf_4. The measured slew at the worst slew-check pin is 1290 ps.

The area enclosed by the die boundary is 174000 µm². Including well taps, the total number of placed cells is 7815. Clock latency on the worst-skew pair, taken at its later pin, is 780 ps. The number of antenna violations at the first check in global routing came to 19. Gates resized during post-CTS repair numbered 0.

The critical hold path startpoint is memory[11][16]. The data arrival at the endpoint of the critical path is 6630 ps. The mapped netlist covers 51800 µm². The flip-flop count of the largest register, all copies and words added is 1024. The cell leakage power is approximately 26 nW.

Yosys reported that registers with async set or reset make up 1.00. The worst hold path was traced through 2 stages. The total via count in the routed design is 51682. Sorting the synthesized cells by area gives the leading types as sky130_fd_sc_hd__dfrtp_1, sky130_fd_sc_hd__nand2_1, sky130_fd_sc_hd__o21ai_0. The TritonCTS clock tree is yes. The script parses the final routing iteration and logs DRC violations as 0. After floorplanning, the core was divided into 152 placement rows.

The quantity of I/O buffers inserted on ports is 108. The register with the most flip-flops is memory. The CTS buffer count is 113. Entering global routing, the biggest net connects 113 pins. Per the synthesis report, the number of distinct cell types is 77.

Summing over the stages, the warning tally comes to between 40 and 50. The via count of the first global-routing pass is 49931. Per the final layout report, the fraction of cells sized above drive strength 1 comes to 0.130. The startpoint of the lowest-slack register-to-register path is memory[8][24].

The register bit count reported by yosys is 1024. The warning tally printed by Yosys for this design is 2. The initial cell density of the core is 0.302.

The placement summary gives the final routability congestion estimate as about 1.1. The post-route non-filler standard cell count is 8038. The number of cells on the worst reg-to-reg path is 6.

The maximum level of the CTS H-tree is 3. The DRC violation total after the first TritonRoute iteration is between 6000 and 7000. The mean area per synthesized cell is 9.02 µm². The clock period minus worst slack is around 8900 ps. The global route stage reports its total congestion overflow as 0.

The critical path starts at addr0[0]. The timing-limited maximum frequency is between 100 and 150 MHz. Relative to the synthesized area, the layout overhead comes to 15.6%.

The first detailed-routing pass took 9 iterations. The synth_stat.txt file lists the number of cells as 5742. The maximum single-stage delay on the critical path is a little over 1000 ps. The width of the die is 418 µm. Power spread over the standard cell area amounts to around 190 nW/µm². After clock tree synthesis, the setup repair step added 0 buffers. The worst setup path is captured at an output pin. The biggest fanout along the worst timing path is around 49.

The flow ran to the end, and the final reports show no timing, DRC or antenna violations. The sequential cell area fraction in the yosys report is 0.495. Max-slew check failures listed in the final report amount to 0. The half-perimeter wire length after detailed placement is between 150 and 200 mm. The proportion of netlist area held by the largest area contributor is 0.495. The y dimension of the die is 418 µm. The minimum setup slack among reg-to-reg paths is 7910 ps. The routed wire length is 304 mm. The clock drives approximately 1000 sinks. Setup repair after global routing left no endpoint under its margin. The standard cell core area is ~170000 µm². The registers reported with the highest flop counts are memory: 1024 flops.

Looking at area per cell type in the netlist, the leader is sky130_fd_sc_hd__dfrtp_1. Nets still carrying antenna violations after routing amount to 0. The number of flops mapped to enable cells by yosys is 0. The routed length per placed instance is 37.9 µm.

Per the post-place timing report, worst setup slack is around 2600 ps. In the synthesis report, Yosys lists the chip area as 51800 µm². The max-capacitance violation count is 0. Headroom to the max-slew limit came out at 0.118.

Total global-route track usage over all layers is 0.357. The library cell used as clock root buffer is sky130_fd_sc_hd__clkbuf_16. The synthesis report names the predominant flop master as sky130_fd_sc_hd__dfrtp_1. The aggregate negative setup slack is 0 ps. The worst-path cell with the longest stage delay is sky130_fd_sc_hd__a2111oi_0. The count of hold buffers inserted by post-cts repair is 0.

The endpoint required time on the critical path is between 8000 and 9000 ps. By startpoint and endpoint, the worst setup path is classified as input pin to output pin. The worst clock skew is 43.2 ps.

The worst reg2reg path endpoint is memory[13][24]. The total setup violations reported at the end of the flow is 0. The final count of hold timing violations is 0.

The buffer depth of the longest clock path is 3.
cell usage in the layout, fill, tap and decap left out, drive strengths merged, types with 31 or more instances in the layout:
master	Yosys	layout
nand3	110	110
and3	194	194
nand2	1168	1168
nand2b	41	41
clkbuf	481	154
nor2	141	141
clkdlybuf4s50	0	97
nor3	52	52
mux2i	36	36
a22oi	511	511
dfrtp	1024	1024
or3b	34	34
a21oi	97	97
o21ai	1010	1010
mux2	82	82
buf	110	257
nand3b	61	61
a222oi	54	54
a22o	33	33
a211oi	38	38
nand4	119	119
a2111oi	84	84
o31ai	31	31
worst max-delay path by stage:
stage / cells after the start / to
6_report: 9 / dataOut0[24]
5_1_grt: 10 / dataOut1[15]
4_1_cts: 10 / dataOut1[28]
synth_stat cells (41+ instances only):
cell type,instances
sky130_fd_sc_hd__a2111oi_0,83
sky130_fd_sc_hd__a21oi_1,97
sky130_fd_sc_hd__a222oi_1,54
sky130_fd_sc_hd__a22oi_1,511
sky130_fd_sc_hd__and3_1,194
sky130_fd_sc_hd__buf_2,73
sky130_fd_sc_hd__clkbuf_1,423
sky130_fd_sc_hd__clkbuf_2,58
sky130_fd_sc_hd__dfrtp_1,1024
sky130_fd_sc_hd__mux2_2,77
sky130_fd_sc_hd__nand2_1,1168
sky130_fd_sc_hd__nand2b_1,41
sky130_fd_sc_hd__nand3_1,109
sky130_fd_sc_hd__nand3b_1,61
sky130_fd_sc_hd__nand4_1,118
sky130_fd_sc_hd__nor2_1,140
sky130_fd_sc_hd__nor3_1,52
sky130_fd_sc_hd__o21ai_0,861
sky130_fd_sc_hd__o21ai_1,119
per-stage QoR:
| stage | power [mW] | instance area (µm²) | hold WS [ps] | util |
|---|---|---|---|---|
| finish | 11.4 | 59900 | 498 | 0.349 |
| global route | 11.8 | 59800 | 524 | 0.349 |
| CTS | 11.3 | 59800 | 503 | 0.349 |
| detailed placement | 7.39 | 56000 | 490 | 0.326 |
| global placement | 7.35 | 56000 | 480 | 0.326 |
| floorplan | 6.29 | 51800 | 458 | - |
cell type report:
type	instances	area, µm²
timing repair buffer	354	3030
tap	2310	2890
clock inverter	47	652
inverter	4	15.0
antenna	22	55.1
sequential	1024	25600
multi-input combinational	4123	24400
fill	17362	112000
clock buffer	154	3190
cell families after synthesis:
kind of cell / count (synthesis) / synth area share
AND-OR/OR-AND: 2001 / 0.252
buffers and inverters: 595 / 0.0485
flip-flops: 1024 / 0.495
multiplexers: 118 / 0.0248
AND/OR/NAND/NOR: 2004 / 0.180
routing by layer:
metal / part of all wire / wire length, µm / vias up / track usage
met5: 0.00014 / 43 / - / 0
met4: 0.086 / 26300 / 6 / 0.236
met1: 0.36 / 110000 / 25411 / 0.447
met2: 0.41 / 125000 / 4177 / 0.487
li1: - / - / 20799 / -
met3: 0.14 / 43300 / 1289 / 0.178
critical path, delay by kind of cell:
family | cells | cell delay, ps
compound gates | 3 | 1510
buf+inv | 4 | 1820
simple gates | 2 | 1010
power by group:
part	switching, mW	internal (mW)	total [mW]
logic	1.19	0.678	1.87
registers	0.970	4.58	5.55
clock network	1.68	2.32	4.00
total	3.84	7.58	11.4
Power is estimated from default activity; no workload was simulated.
