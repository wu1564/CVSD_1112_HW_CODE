===== flow/config.mk =====
export PLATFORM = sky130hd
export DESIGN_NAME = IOTDF
export DESIGN_NICKNAME = IOTDF
export VERILOG_FILES = /design/flow/design.v
export SDC_FILE = /design/flow/constraint.sdc
export NUM_CORES = 4
export LEC_CHECK = 1
export CORE_UTILIZATION = 30

===== flow/constraint.sdc =====
current_design IOTDF

set clk_period 34.8
set clk_io_pct 0.2

create_clock -name clk0 -period $clk_period [get_ports {clk}]

set non_clock_inputs [all_inputs -no_clocks]
set_input_delay [expr $clk_period * $clk_io_pct] -clock clk0 $non_clock_inputs
set_output_delay [expr $clk_period * $clk_io_pct] -clock clk0 [all_outputs]

===== flow/design.v =====
`timescale 1ns/10ps
module IOTDF( clk, rst, in_en, iot_in, fn_sel, busy, valid, iot_out);
input          clk;
input          rst;
input          in_en;
input  [7:0]   iot_in;
input  [3:0]   fn_sel;
output         busy;
output         valid;
output [127:0] iot_out;
localparam MAX  = 4'd1;
localparam MIN  = 4'd2;
localparam MAX2 = 4'd3;
localparam MIN2 = 4'd4;
localparam AVG  = 4'd5;
localparam EXT  = 4'd6;
localparam EXC  = 4'd7;
localparam PMAX = 4'd8;
localparam PMIN = 4'd9;
reg [130:0] iot_out_w, iot_out_r;
reg valid_w, valid_r;
wire data_done;
wire round_done;
reg  [2:0] data_cnt_w, data_cnt_r;
reg  [3:0] byte_cnt_w, byte_cnt_r;
reg  [127:0] temp_w, temp_r;
reg  [127:0] temp2_w, temp2_r;
wire cmp1_out;
reg  cmp1_out_w, cmp1_out_r;
wire cmp2_out;
reg  cmp2_out_w, cmp2_out_r;
reg  [7:0] cmp1_in0, cmp1_in1;
reg  [7:0] cmp2_in0, cmp2_in1;
wire equal1_out;
reg  [7:0] equal1_in0, equal1_in1;
wire equal2_out;
reg  [7:0] equal2_in0, equal2_in1;
wire [33:0] adder;
reg  [32:0] add_in0, add_in1;
reg  cout;
wire init;
wire ext_jg;
wire n_cmp;
wire n_cmp2;
wire n_cmp_r;
wire n_cmp2_r;
wire max_time;
wire min_time;
wire max_data_t;
wire max_init;
wire min_data_t;
wire min_init;
wire max2_init;
wire max2_cmp1;
wire max2_cmp2;
wire max2_time;
wire min2_cmp1;
wire min2_cmp2;
wire min2_time;
reg  isLarge;
reg  isSmall;
reg  peak_w, peak_r;
reg  round_cnt;
assign busy        = 1'b0;
assign valid       = valid_r;
assign iot_out     = iot_out_r[127:0];
assign data_done   = (byte_cnt_r == 4'd15);
assign init        = (data_cnt_r == 3'd0);
assign round_done  = (data_done && data_cnt_r == 3'd7);
assign ext_jg      = (isLarge && isSmall);
assign n_cmp       = ~cmp1_out;
assign n_cmp2      = ~cmp2_out;
assign n_cmp_r     = ~cmp1_out_r;
assign n_cmp2_r    = ~cmp2_out_r;
assign max_time    = (cmp1_out || (equal1_out && cmp1_out_r));
assign max2_time   = (cmp2_out || (equal2_out && cmp2_out_r));
assign min_time    = (n_cmp  || (equal1_out && n_cmp_r));
assign min2_time   = (n_cmp2 || (equal2_out && n_cmp_r));
assign max_data_t  = (data_done && max_time);
assign max_init    = (init && !byte_cnt_r);
assign min_data_t  = (data_done && min_time);
assign min_init    = (max_init && temp_r[7:0] == 8'd0);
assign max2_init   = (init && byte_cnt_r == 4'd1);
assign max2_cmp1   = (max_time  && data_done);
assign max2_cmp2   = (max2_time && data_done);
assign min2_cmp1   = (min_time  && data_done);
assign min2_cmp2   = (min2_time && data_done);
always @(*) begin
    case(fn_sel)
        MAX, MIN, PMAX, PMIN, AVG, MAX2, MIN2: begin
            byte_cnt_w = (in_en) ? byte_cnt_r + 4'd1 : byte_cnt_r;
            data_cnt_w = (data_done) ? data_cnt_r + 3'd1 : data_cnt_r;
        end
        EXT, EXC: begin
            byte_cnt_w = (in_en) ? byte_cnt_r + 4'd1 : byte_cnt_r;
            data_cnt_w = data_cnt_r;
        end
        default: begin
            data_cnt_w = 3'd0;
            byte_cnt_w = 4'd0;
        end
    endcase
end
assign cmp1_out = (cmp1_in0 > cmp1_in1) ? 1'b1 : 1'b0;
assign equal1_out = (equal1_in0 == equal1_in1) ? 1'b1 : 1'b0;
always @(*) begin
    case(fn_sel)
        MAX, MIN, PMAX, PMIN, MAX2, MIN2: begin
            cmp1_in0   = iot_in;
            equal1_in0 = iot_in;
            case(byte_cnt_r)
                4'd0: begin
                    cmp1_in1   = iot_out_r[0+:8];
                    equal1_in1 = iot_out_r[0+:8];
                end
                4'd1: begin
                    cmp1_in1   = iot_out_r[8+:8];
                    equal1_in1 = iot_out_r[8+:8];
                end
                4'd2: begin    
                    cmp1_in1   = iot_out_r[16+:8];
                    equal1_in1 = iot_out_r[16+:8];
                end
                4'd3: begin
                    cmp1_in1   = iot_out_r[24+:8];
                    equal1_in1 = iot_out_r[24+:8];
                end
                4'd4: begin
                    cmp1_in1   = iot_out_r[32+:8];    
                    equal1_in1 = iot_out_r[32+:8];    
                end
                4'd5: begin
                    cmp1_in1   = iot_out_r[40+:8];
                    equal1_in1 = iot_out_r[40+:8];
                end
                4'd6: begin
                    cmp1_in1   = iot_out_r[48+:8];
                    equal1_in1 = iot_out_r[48+:8];
                end
                4'd7: begin
                    cmp1_in1   = iot_out_r[56+:8];
                    equal1_in1 = iot_out_r[56+:8];
                end
                4'd8: begin
                    cmp1_in1   = iot_out_r[56+:8];
                    equal1_in1 = iot_out_r[56+:8];
                end 
                4'd9: begin
                    cmp1_in1   = iot_out_r[72+:8];
                    equal1_in1 = iot_out_r[72+:8];
                end
                4'd10: begin
                    cmp1_in1   = iot_out_r[80+:8];
                    equal1_in1 = iot_out_r[80+:8];
                end
                4'd11: begin
                    cmp1_in1   = iot_out_r[88+:8];
                    equal1_in1 = iot_out_r[88+:8];
                end
                4'd12: begin
                    cmp1_in1   = iot_out_r[96+:8];
                    equal1_in1 = iot_out_r[96+:8];
                end
                4'd13: begin
                    cmp1_in1   = iot_out_r[104+:8];
                    equal1_in1 = iot_out_r[104+:8];
                end
                4'd14: begin
                    cmp1_in1   = iot_out_r[112+:8];
                    equal1_in1 = iot_out_r[112+:8];
                end
                4'd15: begin
                    cmp1_in1   = iot_out_r[120+:8];
                    equal1_in1 = iot_out_r[120+:8];
                end
                default: begin
                    cmp1_in1   = 8'd0;
                    equal1_in1 = 8'd0;
                end
            endcase
        end
        EXT: begin
            cmp1_in0   = iot_in;
            equal1_in0 = iot_in;
            if(data_done) begin
                cmp1_in1   = 8'h6f;
                equal1_in1 = 8'h6f;
            end else begin
                cmp1_in1   = 8'hff;
                equal1_in1 = 8'hff;
            end
        end
        EXC: begin
            cmp1_in0   = iot_in;
            equal1_in0 = iot_in;
            if(data_done) begin
                cmp1_in1   = 8'h7f;
                equal1_in1 = 8'h7f;
            end else begin
                cmp1_in1   = 8'hff;
                equal1_in1 = 8'hff;
            end
        end
        default: begin
            cmp1_in0 = 8'd0;
            cmp1_in1 = 8'd0;
            equal1_in0 = 8'd0;
            equal1_in1 = 8'd0;
        end
    endcase
end
assign cmp2_out   = (cmp2_in0 > cmp2_in1) ? 1'b1 : 1'b0;
assign equal2_out = (equal2_in0 == equal2_in1) ? 1'b1 : 1'b0;
always @(*) begin
    case(fn_sel)    
        MAX2, MIN2: begin
            cmp2_in0 = iot_in;
            equal2_in0 = iot_in;
            case(byte_cnt_r)
                4'd0: begin
                    cmp2_in1   = temp2_r[0+:8];
                    equal2_in1 = temp2_r[0+:8];
                end
                4'd1: begin
                    cmp2_in1   = temp2_r[8+:8];
                    equal2_in1 = temp2_r[8+:8];
                end
                4'd2: begin
                    cmp2_in1   = temp2_r[16+:8];
                    equal2_in1 = temp2_r[16+:8];
                end
                4'd3: begin
                    cmp2_in1   = temp2_r[24+:8];
                    equal2_in1 = temp2_r[24+:8];
                end
                4'd4: begin
                    cmp2_in1   = temp2_r[32+:8];
                    equal2_in1 = temp2_r[32+:8];
                end
                4'd5: begin
                    cmp2_in1   = temp2_r[40+:8];
                    equal2_in1 = temp2_r[40+:8];
                end
                4'd6: begin
                    cmp2_in1   = temp2_r[48+:8];
                    equal2_in1 = temp2_r[48+:8];
                end
                4'd7: begin
                    cmp2_in1   = temp2_r[56+:8];
                    equal2_in1 = temp2_r[56+:8];
                end
                4'd8: begin
                    cmp2_in1   = temp2_r[64+:8];
                    equal2_in1 = temp2_r[64+:8];
                end
                4'd9: begin
                    cmp2_in1   = temp2_r[72+:8];
                    equal2_in1 = temp2_r[72+:8];
                end
                4'd10: begin
                    cmp2_in1   = temp2_r[80+:8];
                    equal2_in1 = temp2_r[80+:8];
                end
                4'd11: begin
                    cmp2_in1   = temp2_r[88+:8];
                    equal2_in1 = temp2_r[88+:8];
                end
                4'd12: begin
                    cmp2_in1   = temp2_r[96+:8];
                    equal2_in1 = temp2_r[96+:8];
                end
                4'd13: begin
                    cmp2_in1   = temp2_r[104+:8];
                    equal2_in1 = temp2_r[104+:8];
                end
                4'd14: begin
                    cmp2_in1   = temp2_r[112+:8];
                    equal2_in1 = temp2_r[112+:8];
                end
                4'd15: begin
                    cmp2_in1   = temp2_r[120+:8];
                    equal2_in1 = temp2_r[120+:8];
                end
                default: begin
                    cmp2_in1   = 8'd0;
                    equal2_in1 = 8'd0;
                end
            endcase
        end
        EXT: begin
            cmp2_in1   = iot_in;
            equal2_in1 = iot_in;
            if(data_done) begin
                cmp2_in0   = 8'haf;
                equal2_in0 = 8'haf;
            end else begin
                cmp2_in0   = 8'hff;
                equal2_in0 = 8'hff;
            end
        end
        EXC: begin
            cmp2_in1   = iot_in;
            equal2_in1 = iot_in;
            if(data_done) begin
                cmp2_in0   = 8'hbf;
                equal2_in0 = 8'hbf;
            end else begin
                cmp2_in0   = 8'hff;
                equal2_in0 = 8'hff;
            end
        end
        default: begin
            cmp2_in0 = 8'd0;
            cmp2_in1 = 8'd0;
            equal2_in0 = 8'd0;
            equal2_in1 = 8'd0;
        end
    endcase
end
always @(*) begin
    case(1'b1)
        equal1_out: isLarge = cmp1_out_r;
        cmp1_out:   isLarge = 1'b1;
        default:    isLarge = 1'b0;
    endcase
    case(1'b1)
        equal2_out: isSmall = cmp2_out_r;
        cmp2_out:   isSmall = 1'b1;
        default:    isSmall = 1'b0;
    endcase
end
always @(*) begin
    case(fn_sel)
        MAX, MIN, PMAX, PMIN, MAX2, MIN2: begin
            cmp1_out_w = (equal1_out) ? cmp1_out_r : cmp1_out;
            cmp2_out_w = 1'b0;
        end
        EXT, EXC: begin
            cmp1_out_w = (equal1_out) ? cmp1_out_r : cmp1_out;
            cmp2_out_w = (equal2_out) ? cmp2_out_r : cmp2_out;
        end
        default: begin
            cmp1_out_w = 1'b0;
            cmp2_out_w = 1'b0;
        end
    endcase
end
always @(*) begin
    case(byte_cnt_r)
        4'd0:    temp_w[0+:8]   = iot_in;
        4'd1:    temp_w[8+:8]   = iot_in;
        4'd2:    temp_w[16+:8]  = iot_in;
        4'd3:    temp_w[24+:8]  = iot_in;
        4'd4:    temp_w[32+:8]  = iot_in;
        4'd5:    temp_w[40+:8]  = iot_in;
        4'd6:    temp_w[48+:8]  = iot_in;
        4'd7:    temp_w[56+:8]  = iot_in;
        4'd8:    temp_w[64+:8]  = iot_in;
        4'd9:    temp_w[72+:8]  = iot_in;
        4'd10:   temp_w[80+:8]  = iot_in;
        4'd11:   temp_w[88+:8]  = iot_in;
        4'd12:   temp_w[96+:8]  = iot_in;
        4'd13:   temp_w[104+:8] = iot_in;
        4'd14:   temp_w[112+:8] = iot_in;
        4'd15:   temp_w[120+:8] = iot_in;
        default: temp_w = 128'd0;
    endcase
end
always @(*) begin
    if(fn_sel == MAX2) begin
        case(1'b1) 
            max2_cmp1: temp2_w = iot_out_r;
            max2_cmp2: temp2_w = {iot_in,temp_r[119:0]};
            default:   temp2_w = temp2_r;
        endcase
    end else begin
        case(1'b1) 
            min2_cmp1: temp2_w = iot_out_r;
            min2_cmp2: temp2_w = {iot_in,temp_r[119:0]};
            default:   temp2_w = temp2_r;
        endcase
    end
end
always @(*) begin
    case(fn_sel)
        MAX: begin
            case(1'b1)
                max_init:   iot_out_w = 131'd0;
                max_data_t: iot_out_w = {iot_in,temp_r[119:0]};
                default:    iot_out_w = iot_out_r;
            endcase
        end
        MIN: begin
            case(1'b1)
                max_init:   iot_out_w = 131'h7_ffff_ffff_ffff_ffff_ffff_ffff_ffff_ffff;
                min_data_t: iot_out_w = {iot_in,temp_r[119:0]};
                default:    iot_out_w = iot_out_r;
            endcase
        end
        PMAX: begin
            if(max_data_t) begin
                iot_out_w = {iot_in,temp_r[119:0]};
            end else begin
                iot_out_w = iot_out_r;
            end
        end
        PMIN: begin
            case(1'b1) 
                min_init:   iot_out_w = 131'h7_ffff_ffff_ffff_ffff_ffff_ffff_ffff_ffff;
                min_data_t: iot_out_w = {iot_in,temp_r[119:0]};
                default:    iot_out_w = iot_out_r;
            endcase
        end
        EXT, EXC: iot_out_w = {iot_in,temp_r[119:0]};
        AVG: begin
            case(byte_cnt_r)
                4'd0:    iot_out_w = {iot_out_r[130:33],adder[32:0]};
                4'd1:    iot_out_w = {iot_out_r[130:66],adder[32:0],iot_out_r[32:0]};
                4'd2:    iot_out_w = {iot_out_r[130:99],adder[32:0],iot_out_r[65:0]};
                4'd3:    iot_out_w = (init) ? {adder[33:0],iot_out_r[98:3]} : {adder[31:0],iot_out_r[98:0]};
                4'd15:   iot_out_w = (init) ? {iot_in,temp_r[119:0]} : iot_out_r;
                default: iot_out_w = iot_out_r;
            endcase
        end
        MAX2: begin
            case(1'b1)
                max2_cmp1: iot_out_w = {iot_in,temp_r[119:0]};
                max_init:  iot_out_w = temp2_r;
                max2_init: iot_out_w = 131'd0; 
                default:   iot_out_w = iot_out_r;
            endcase
        end
        MIN2: begin
            case(1'b1)
                min2_cmp1: iot_out_w = {iot_in,temp_r[119:0]};
                max_init:  iot_out_w = temp2_r;
                max2_init: iot_out_w = 131'h7_ffff_ffff_ffff_ffff_ffff_ffff_ffff_ffff;
                default:   iot_out_w = iot_out_r;
            endcase
        end
        default:  iot_out_w = 131'd0;
    endcase
end
assign adder = add_in0 + add_in1;
always @(*) begin
    if(data_cnt_r == 3'd1) begin
        add_in0 = 33'd0;
    end else begin
        case(byte_cnt_r)
            4'd0:    add_in0 = iot_out_r[0+:33];
            4'd1:    add_in0 = iot_out_r[33+:33];
            4'd2:    add_in0 = iot_out_r[66+:33];
            4'd3:    add_in0 = iot_out_r[99+:32];
            default: add_in0 = 33'd0;
        endcase
    end
    case(byte_cnt_r)
        4'd0:    add_in1 = temp_r[0+:33];
        4'd1:    add_in1 = temp_r[33+:33] + cout;
        4'd2:    add_in1 = temp_r[66+:33] + cout;
        4'd3:    add_in1 = temp_r[127:99] + cout;
        default: add_in1 = 33'd0;
    endcase
end
always @(*) begin
    if(round_done) begin
        peak_w = 1'b0;
    end else if(data_done && ((fn_sel == PMAX && max_time) || (fn_sel == PMIN && min_time))) begin
        peak_w = 1'b1;
    end else begin
        peak_w = peak_r;
    end
end
always @(*) begin
    case(fn_sel)
        MAX, MIN: valid_w = (round_done) ? 1'b1 : 1'b0;
        MAX2, MIN2: valid_w = ((round_cnt && max_init) || round_done) ? 1'b1 : 1'b0;
        EXT:  valid_w = (data_done && ext_jg) ? 1'b1 : 1'b0;
        EXC:  valid_w = (data_done && ~ext_jg) ? 1'b1 : 1'b0;
        PMAX: valid_w = (round_done && (peak_r || max_time)) ? 1'b1 : 1'b0;
        PMIN: valid_w = (round_done && (peak_r || min_time)) ? 1'b1 : 1'b0;
        AVG:  valid_w = (round_cnt && byte_cnt_r == 4'd3 && !data_cnt_r) ? 1'b1 : 1'b0;
        default: valid_w = 1'b0;
    endcase
end
always @(posedge clk or posedge rst) begin
    if(rst) begin
        iot_out_r <= 128'd0;
        temp_r  <= 128'd0;
        temp2_r <= 128'd0;
    end else begin
        iot_out_r <= iot_out_w;
        temp_r  <= temp_w;
        temp2_r <= temp2_w;
    end
end
always @(posedge clk or posedge rst) begin
    if(rst) begin
        byte_cnt_r <= 4'd0;
        data_cnt_r <= 3'd0;
    end else begin
        byte_cnt_r <= byte_cnt_w;
        data_cnt_r <= data_cnt_w;
    end
end
always @(posedge clk or posedge rst) begin
    if(rst) begin
        cmp1_out_r <= 1'b0;
        cmp2_out_r <= 1'b0;
    end else begin
        cmp1_out_r <= cmp1_out_w;
        cmp2_out_r <= cmp2_out_w;
    end
end
always @(posedge clk or posedge rst) begin
    if(rst) begin
        valid_r <= 1'b0;
        peak_r  <= 1'b0;
        round_cnt <= 1'b0;
    end else begin
        valid_r <= valid_w;
        peak_r  <= peak_w;
        round_cnt <= (round_done) ? 1'b1 : round_cnt;
    end
end
always @(posedge clk or posedge rst) begin
    if(rst) begin
        cout <= 1'b0;
    end else begin
        cout <= adder[33];
    end
end
endmodule

===== flow/run.sh =====
#!/bin/bash
# OpenROAD 26Q1-2900-gdf79404cd8, Yosys 0.63+post, stock flow scripts
make -C /OpenROAD-flow-scripts/flow DESIGN_CONFIG=/design/flow/config.mk WORK_HOME=/design/flow/orfs finish

==> run notes <==
The synthesis and PnR run went through. The run finished with clean final reports. After global routing the overflow that remains totals 0. Peak clock frequency supported by timing landed at 77.4 MHz. The commonest register cell is sky130_fd_sc_hd__dfrtp_1. The routed design shows a via density per instance of 6.62. Number of register pins that no clock reaches landed at 128. The clock passes through at most 3 buffers.

256 endpoints have no timing constraint. Total via count after detailed routing landed at 30341. TritonCTS built the clock tree. The min-delay analysis places its worst path in the category reg2reg. Routed wire length landed at 177 mm. The worst setup path is captured at a flop. Number of placed I/O pins landed at 145. Portion of synthesized cell area occupied by the leading cell type landed at 0.344. Quantity of I/O buffers inserted on ports landed at 143. The share of the core area taken by cells at floorplan is 0.304. The first routing iteration left 4641 violations.

Pin slew with the least headroom to its limit landed at 1.26 ns. Proportion of power drawn by the clock network landed at 0.260. Per the gpl log, the routability congestion estimate is 1.14. Of the total power, registers draw 0.316. Global-route total usage across every layer landed at 0.365.

Mean routed wirelength per cell landed at 38.6 um. After routing, the total negative slack on setup checks comes to 0 ns. Once routing completed, OpenROAD measured the worst setup slack at 21.88 ns. The number of cells reported by Yosys stat comes to 3297.

Setup clock skew after layout landed at 0.0289 ns. Per the final timing report, the hold violations number 0. The most common cell in the synthesized netlist is sky130_fd_sc_hd__nand2_1. TritonCTS created 48 clock buffers. Internal power of the cells landed at 1.10 mW. The critical path is of the in2reg type. Clock-pin transition on the worst setup and hold timing paths landed at 0.06 ns. Post-synth tally of flip-flops with integrated enable landed at 0. The biggest area contributor in the post-synthesis netlist is sky130_fd_sc_hd__dfrtp_1. Utilization after layout landed at 0.347. The analysis attributes to cell leakage a power of 13.3 nW. Die height landed at 313 um. Ranked by total cell area, the synthesized netlist is headed by sky130_fd_sc_hd__dfrtp_1 34%, sky130_fd_sc_hd__dlxtn_1 6.6%, sky130_fd_sc_hd__mux2i_1 5.8%. Subtracting the final worst setup slack from the clock period gives 12.92 ns.

The script computed the net switching share of total power as 0.467. Tally of nets with antenna violations remaining after routing landed at 0. Number of different library cells in the post-synthesis netlist landed at 84. Setup repair after global routing left no endpoint under its margin. Ranked by instance count, the synthesized netlist is headed by 417 x sky130_fd_sc_hd__nand2_1, 400 x sky130_fd_sc_hd__dfrtp_1, 326 x sky130_fd_sc_hd__o21ai_0, 201 x sky130_fd_sc_hd__a21oi_1, 188 x sky130_fd_sc_hd__a22oi_1. Minimum setup slack after placement landed at 21.45 ns. Number of maximum-capacitance violations landed at 0. Post-synthesis instance total landed at 3297. Area of the chip landed at 0.0982 mm2. STA classifies the critical path startpoint as an input pin.

Mean area per synthesized cell landed at 8.82 um2. Number of storage elements in the synthesis netlist landed at 528. After clock tree synthesis, the flow added hold-fix buffers numbering 0. Initial antenna violation count landed at 20. The final timing report counts setup violations totalling 0.

Of the cells placed in the final design, the portion with a size suffix greater than 1 is 0.0847. From synthesis to final layout, the design area changed by 14.0%. In this run the clock root is driven by a sky130_fd_sc_hd__clkbuf_16. Core footprint landed at 0.0956 mm2. Counting the warning lines in the Yosys log gives 1. The routed layout reports a DRC error count of 0. The worst-case IR drop observed on VDD is 0.0349 mV. According to the floorplan log, the row count is 113. Area reported by Yosys stat landed at 0.0291 mm2.

Gates resized during post-CTS repair numbered 0. Largest net degree at the start of global routing landed at 88. The data required time reported for the critical path is 35.26 ns. The H-tree was split into 2 levels.

The tool warning count for the run is 30. Async set-or-reset flop fraction in the synthesized netlist landed at 0.758. Per the OpenROAD power report, switching power amounts to 0.963 mW. Per the repair_timing log after CTS, setup buffers inserted total 0. Number of global-route vias before repair landed at 28572. Share of the cycle needed by the critical path after routing landed at 0.371. First-pass GRT wire length landed at 242 mm. The flow reported a cell area power density of 62.2 mW/mm2. Netlist area before placement landed at 0.0291 mm2. The share of total power dissipated in combinational logic is 0.424. Before antenna repair, the detailed router went through 8 iterations.

Clock latency reported for the late side of the worst-skew pair landed at 0.63 ns. Tightest slew margin relative to the limit landed at 0.163. Peak fanout along the critical path landed at 73.

In the final report, the number of pins over their slew limit comes to 0. Detailed placement ended at an HPWL of 126 mm. Die width landed at 313 um. At the worst endpoint, the arrival time is 13.38 ns.
## state kept, by name (all words and copies together), names as in the netlist
name and count:
valid_r 1, temp2_r 128, data_cnt_r 3, round_cnt 1, peak_r 1, temp_r 128, cmp1_out_r 1, cmp2_out_r 1
byte_cnt_r 4, temp_w 128, iot_out_r 131, cout 1
## path summary, 6_finish.rpt
path	endpoint	slack, ns	start	depth (start not counted)
worst max-delay path	temp2_r[41]	21.88	fn_sel[2]	15
worst min-delay path	round_cnt	0.45	round_cnt	1
worst max register to register	iot_out_r[121]	26.86	byte_cnt_r[0]	26
worst min register to register	round_cnt	0.45	round_cnt	1
max in group asynchronous	temp_r[16]	24.86	rst	6
min in group asynchronous	temp_r[35]	6.79	rst	2
## stage by stage
| stage | total power [mW] | hold WS (ns) | std cells | cell area (um2) |
|---|---|---|---|---|
| 6_report | 2.06 | 0.455 | 4581 | 33200 |
| 4_1_cts | 1.99 | 0.459 | 4569 | 33100 |
| 3_5_place_dp | 1.46 | 0.445 | 4481 | 31500 |
| 2_1_floorplan | 0.982 | 0.422 | 3297 | 29100 |
| 3_3_place_gp | 1.46 | 0.442 | 4481 | 31500 |
| 5_1_grt | 2.08 | 0.493 | 4570 | 33100 |
## cell usage in the layout, fill, tap and decap left out, drive strengths merged, types with 51 or more instances in the layout
| cell type | count |
|---|---|
| clkbuf | 65 |
| a21oi | 201 |
| clkdlybuf4s50 | 143 |
| mux2i | 168 |
| dfrtp | 400 |
| o21ai | 350 |
| a221oi | 95 |
| a222oi | 52 |
| buf | 153 |
| a22o | 51 |
| nand3 | 77 |
| ha | 61 |
| dlxtn | 128 |
| a22oi | 188 |
| nor2 | 171 |
| nand2 | 418 |
| xnor2 | 59 |
## critical path, stage by stage
cell	delay, ns
sky130_fd_sc_hd__clkdlybuf4s50_1	0.85
sky130_fd_sc_hd__nor2b_1	0.41
sky130_fd_sc_hd__and2_1	0.77
sky130_fd_sc_hd__o21ai_0	0.28
sky130_fd_sc_hd__o21a_1	0.18
sky130_fd_sc_hd__ha_1	0.27
sky130_fd_sc_hd__nand4_1	0.24
sky130_fd_sc_hd__a211o_1	0.38
sky130_fd_sc_hd__and3_1	0.34
sky130_fd_sc_hd__or3_1	0.46
sky130_fd_sc_hd__o311ai_4	0.08
sky130_fd_sc_hd__buf_4	0.57
sky130_fd_sc_hd__buf_4	0.66
sky130_fd_sc_hd__buf_4	0.59
sky130_fd_sc_hd__o21ai_0	0.19
## area by class of cell
type	instances	area, um2
sequential	528	11900
inverter	26	105
tap	1265	1580
antenna	12	30.0
multi-input combinational	2366	15300
fill	9819	62400
clock inverter	23	288
clock buffer	65	1360
timing repair buffer	296	2610
## power by group through the flow
stage | Combinational [mW] | Clock (mW) | Sequential, mW
5_1_grt | 0.884 | 0.555 | 0.645
6_report | 0.874 | 0.535 | 0.652
4_1_cts | 0.813 | 0.538 | 0.641
## kinds of logic after synthesis
| family | Yosys count | synth area share |
|---|---|---|
| other | 1 | 0.000129 |
| and+or+nand+nor | 871 | 0.135 |
| AOI/OAI and AO/OA | 1171 | 0.271 |
| DFF | 400 | 0.344 |
| muxes | 171 | 0.0590 |
| xor gates and xnor gates | 90 | 0.0271 |
| buffers and inverters | 403 | 0.0706 |
| latches | 128 | 0.0660 |
| adders and majority gates | 62 | 0.0269 |
## routing by layer
metal / up-vias / track usage / share of wire
met5: - / 0.00580 / 0.00089
met2: 2640 / 0.496 / 0.40
met1: 14677 / 0.450 / 0.35
met3: 838 / 0.182 / 0.15
li1: 12168 / - / -
met4: 18 / 0.261 / 0.097
Power and IR drop assume default switching activity.
